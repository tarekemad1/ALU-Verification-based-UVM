$ cat flow/run.sh
#!/bin/bash
# OpenROAD 26Q1-2900-gdf79404cd8, Yosys 0.63+post, stock flow scripts
make -C /OpenROAD-flow-scripts/flow DESIGN_CONFIG=/design/flow/config.mk WORK_HOME=/design/flow/orfs finish
$ cat flow/config.mk
export PLATFORM = sky130hd
export DESIGN_NAME = ALU
export DESIGN_NICKNAME = ALU
export VERILOG_FILES = /design/flow/design.v
export SDC_FILE = /design/flow/constraint.sdc
export NUM_CORES = 4
export LEC_CHECK = 1
export CORE_AREA = 10 10 70 70
export DIE_AREA = 0 0 80 80
$ cat flow/constraint.sdc
current_design ALU

set clk_period 1.2
set clk_io_pct 0.2

create_clock -name clk0 -period $clk_period [get_ports {alu_clk}]

set non_clock_inputs [all_inputs -no_clocks]
set_input_delay [expr $clk_period * $clk_io_pct] -clock clk0 $non_clock_inputs
set_output_delay [expr $clk_period * $clk_io_pct] -clock clk0 [all_outputs]
$ cat flow/design.v
module ALU (
input        alu_clk,
input        rst_n,
input        alu_enable,
input        alu_enable_a,
input        alu_enable_b,
input  [1:0] alu_op_a,
input  [1:0] alu_op_b,
input  [7:0] alu_in_a,
input  [7:0] alu_in_b,
input        alu_irq_clr,
output reg    alu_irq,
output reg [7:0] alu_out
);
always @ (posedge alu_clk or negedge rst_n) begin
  if (!rst_n) begin
    alu_irq = 1'b0;
    alu_out = 8'b0; 
  end
  else begin
    if (alu_enable) begin
      if (alu_enable_a & (!alu_enable_b)) begin 
        case (alu_op_a)
          2'b00 : begin
            if (alu_in_b != 8'h0) begin
              alu_out = alu_in_a & alu_in_b;
                if (alu_out == 8'hFF)
			             alu_irq = 1'b1;
		            else 	
			             alu_irq = 1'b0;
			      end
            else begin
              alu_out = alu_out;
            end
          end 
          2'b01 : begin
            if ( alu_in_a != 8'hFF & alu_in_b != 8'h03) begin
              alu_out = ~(alu_in_a & alu_in_b);
              if (alu_out == 8'h00)
			             alu_irq = 1'b1;
		            else 	
			             alu_irq = 1'b0;
			      end
            else begin
              alu_out = alu_out;
            end
          end
          2'b10 : begin
            alu_out = (alu_in_a | alu_in_b);
                if (alu_out == 8'hF8)
			             alu_irq = 1'b1;
		            else 	
			             alu_irq = 1'b0;
			    end
          2'b11 : begin
            alu_out = (alu_in_a ^ alu_in_b);
                if (alu_out == 8'h83)
			             alu_irq = 1'b1;
		            else 	
			             alu_irq = 1'b0;
			    end
        endcase
      end  
      else if ((!alu_enable_a) & alu_enable_b) begin 
        case (alu_op_b)
          2'b00 : begin
            alu_out = ~(alu_in_a ^ alu_in_b);
                if (alu_out == 8'hF1)
			             alu_irq = 1'b1;
		            else 	
			             alu_irq = 1'b0;
			    end
          2'b01 : begin
            if (alu_in_b != 8'h03) begin
              alu_out = (alu_in_a & alu_in_b);
                if (alu_out == 8'hF4)
			             alu_irq = 1'b1;
		            else 	
			             alu_irq = 1'b0;
			      end
            else begin
              alu_out = alu_out;
            end 
          end 
          2'b10 :  begin
            if (alu_in_b != 8'h03) begin
              alu_out = ~(alu_in_a | alu_in_b);
                if (alu_out == 8'hF5)
			             alu_irq = 1'b1;
		            else 	
			             alu_irq = 1'b0;
			      end
            else begin
              alu_out = alu_out;
            end
         end 
          2'b11 : begin
            alu_out = alu_in_a | alu_in_b;
                if (alu_out == 8'hFF)
			             alu_irq = 1'b1;
		            else 	
			             alu_irq = 1'b0;
			    end
        endcase
      end  
      else begin
        alu_out = alu_out;
      end   
    end  
    else begin
      alu_out = alu_out;
    end 
  end  
end
always @ (posedge alu_clk or negedge rst_n) begin
  if (!rst_n) begin
    alu_irq = 1'b0;
    alu_out = 8'b0; 
  end
  else begin
    if (alu_irq_clr)
      alu_irq = 1'b0; 
    else
      alu_irq = 1'b1; 
  end
end  
endmodule
==> impl_metrics.ini <==
; generated from flow reports
[logic_synthesis]
simple_gate_share = 0.2852
top_cells_by_count = inv_1 (19), ha_1 (17), buf_4 (8)
yosys.area.top_type = ha_1
async_reset_ff_frac = 1.000
synth_flop_count = 2
ys_cells = 84
ys_seq_share = 0.07505
xor_area_frac = 0.01313
synth-main-ff-cell = dfrtp_1
aoi_share = 0.08818
yosysChipArea_sq_um = 666.9
edf_count = 0
mux_area_frac = 0.01689
topCellsByArea = ha_1 (32%), inv_1 (11%), buf_4 (9.0%), dfrtp_1 (7.5%), nor4_1 (4.7%)
yosys_warnings = 1
synth_cell_types = 29
top_cell = inv_1
synthDominantCellAreaShare = 0.3189
adder_share = 0.3189
top_logic_kind = adder cells

[outcome]
outcome = stopped before the end
tool.error = ERROR: Found 1 problems in 'check -assert'.
lastStage = synthesis (1_2_yosys)
## logic make-up after synthesis
kind of cell | count (synthesis)
multiplexers | 1
buffers and inverters | 27
XOR/XNOR | 1
flip-flops | 2
other | 1
adder cells (fa/ha/maj) | 17
AND-OR/OR-AND | 7
AND/OR/NAND/NOR | 28
